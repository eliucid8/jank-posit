==> /design/flow/design.v <==
module clz31(
    output[4:0] leading_zeroes,
    input[30:0] num 
);
    wire lz4 = ~|{num[30:15]};           
    wire[30:0] num4 = lz4 ? num << 16 : num;   
    wire lz3 = ~|{num4[30:23]};
    wire[30:0] num3 = lz3 ? num4 << 8 : num4;
    wire lz2 = ~|{num3[30:27]};
    wire[30:0] num2 = lz2 ? num3 << 4 : num3;
    wire lz1 = ~|{num2[30:29]};
    wire[30:0] num1 = lz1 ? num2 << 2 : num2;
    wire lz0 = ~num1[30];
    assign leading_zeroes = {lz4, lz3, lz2, lz1, lz0};
endmodule
module clo31(
    output[4:0] leading_ones,
    input[30:0] num 
);
    wire lz4 = &{num[30:15]};           
    wire[30:0] num4 = lz4 ? num << 16 : num;   
    wire lz3 = &{num4[30:23]};
    wire[30:0] num3 = lz3 ? num4 << 8 : num4;
    wire lz2 = &{num3[30:27]};
    wire[30:0] num2 = lz2 ? num3 << 4 : num3;
    wire lz1 = &{num2[30:29]};
    wire[30:0] num1 = lz1 ? num2 << 2 : num2;
    wire lz0 = num1[30];
    assign leading_ones = {lz4, lz3, lz2, lz1, lz0};
endmodule
module clz15(
    output[3:0] leading_zeroes,
    input[14:0] num 
);
    wire lz3 = ~|{num[14:7]};
    wire[14:0] num3 = lz3 ? num << 8 : num;
    wire lz2 = ~|{num3[14:11]};
    wire[14:0] num2 = lz2 ? num3 << 4 : num3;
    wire lz1 = ~|{num2[14:13]};
    wire[14:0] num1 = lz1 ? num2 << 2 : num2;
    wire lz0 = ~num1[14];
    assign leading_zeroes = {lz3, lz2, lz1, lz0};
endmodule
module clo15(
    output[3:0] leading_ones,
    input[14:0] num 
);
    wire lz3 = &{num[14:7]};
    wire[14:0] num3 = lz3 ? num << 8 : num;
    wire lz2 = &{num3[14:11]};
    wire[14:0] num2 = lz2 ? num3 << 4 : num3;
    wire lz1 = &{num2[14:13]};
    wire[14:0] num1 = lz1 ? num2 << 2 : num2;
    wire lz0 = num1[14];
    assign leading_ones = {lz3, lz2, lz1, lz0};
endmodule
==> /design/flow/run.sh <==
#!/bin/bash
# OpenROAD 26Q1-2900-gdf79404cd8, Yosys 0.63+post, stock flow scripts
make -C /OpenROAD-flow-scripts/flow DESIGN_CONFIG=/design/flow/config.mk WORK_HOME=/design/flow/orfs finish
==> /design/flow/config.mk <==
export PLATFORM = sky130hd
export DESIGN_NAME = clz31
export DESIGN_NICKNAME = clz31
export VERILOG_FILES = /design/flow/design.v
export SDC_FILE = /design/flow/constraint.sdc
export NUM_CORES = 4
export LEC_CHECK = 1
export CORE_AREA = 10 10 70 70
export DIE_AREA = 0 0 80 80
export SYNTH_HDL_FRONTEND = slang
==> /design/flow/constraint.sdc <==
current_design clz31

set clk_period 3.4
set clk_io_pct 0.2

create_clock -name clk0 -period $clk_period

set non_clock_inputs [all_inputs -no_clocks]
set_input_delay [expr $clk_period * $clk_io_pct] -clock clk0 $non_clock_inputs
set_output_delay [expr $clk_period * $clk_io_pct] -clock clk0 [all_outputs]
==> Slide: Implementation Results <==
Flow Results at a Glance

Global routing
  • Global routing's busiest layer: met2
  • Initial antenna violation count: 0
  • Met3 GRT Util: 1.36%
  • Vias in the first global route: 773
  • Largest net degree at the start of global routing: 5
  • Total global routing overflow: 0
  • Met2 Resource Use GR: 11.6%
  • M1 GR Usage: 8.17%
  • Gr usage total: 6.58%
  • Global-route wire length before repair: 3550 um

Cells and area
  • Comb area: 404 um^2
  • Clk_buf instances: 0
  • Area grow syn2layout: 178%
  • Seq cells: 0
  • Final Instance Area: 1070 um^2
  • Fin cells: 163
  • Top cells excl fill/tap: buf_4, clkdlybuf4s50_1, a21oi_1, dlygate4sd2_1
  • Most frequent logic cell in the layout: buf_4
  • Register area: 0 um^2
  • Share of cells above drive strength 1: 51.3%
  • Filler cell count: 353

Worst setup path
  • CP peak stage delay: 0.44 ns
  • Worst Setup Start Kind: primary input
  • Required time worst endpoint: 2.72 ns
  • Crit Path Max Fanout: 4
  • CP endpoint kind: output pin
  • Critical-path top delay cell: clkdlybuf4s50_1
  • CP Cell Sequence: clkdlybuf4s50_1 > nor3_2 > and3_2 > a21o_4 > clkinv_4 > a221oi_4 > o2111ai_2 > a21oi_2 > buf_2
  • Setup CP Type: in -> out
  • CP Data Arrival Time: 2.59 ns

Floorplan
  • Die Wd: 80 um
  • Num ports: 36
  • Chip area: 6400 um^2
  • Core ar.: 3420 um^2
  • Initial Utilization: 11.3%
  • # rows: 21
  • Die extent in y: 80 um

Power
  • Gate power share: 100.0%
  • VDD IR-drop max: 19.1 uV
  • Pwr Density: 79.8 nW/um^2
  • Internal: 55.8 uW
  • Total power: 85.6 uW
  • Clock Power Share: 0%
  • Sw power: 29.8 uW
  • Switching Fraction: 34.8%
  • Leak: 0.000462 uW
  • Part of the power in registers: 0%

Final timing
  • Hold Worst Slack: 1.74 ns
  • Fin crit share: 96.0%
  • Worst-Margin Slew: 0.357 ns
  • Worst slew margin: 76.0%
  • Final worst slack: 0.135 ns
  • Final hold vios: 0
  • # setup viols final: 0
  • Final tally of max-slew violations: 0
  • Max Clk Rate: 306 MHz
  • Unrepaired setup endpoints after global routing: false
  • Final Critical Period: 3.27 ns

Detailed routing
  • Final wirelength: 2180 um
  • DRC viols: 0
  • Initial DRT Pass Iterations: 4
  • Routed vias: 684
  • DRT iter0 DRCs: 42
  • Via-to-Cell Ratio: 4.20
  • DR WL/cell: 13.4 um
  • Antenna Nets Post-Route: 0
  • Antenna Diode Count: 0

Clock tree
  • Hold buffers post-CTS: 0

Place
  • RePlAce Congestion: 0.871
  • Dpl cell area: 987 um^2
  • DP Wirelength: 1820 um
  • PortBufs: 36
  • Pre-CTS setup slack: -0.501 ns
  • Placed insts: 160

Run
  • OpenROAD warning count: 32
  • # Max-Cap Violations: 0

Outcome
  • Status: finished clean

Yosys
  • # Cells Yosys: 54
  • Cell Area, Synth: 385 um^2
  • Gate Count Post-Synth: 54
  • Seq share, synth: 0%
  • Synth warnings: 0
  • Avg Cell Area, Syn: 7.14 um^2
  • Cell Type Count: 28
  • Yosys stat chip area: 385 um^2

Hold path
  • Hold Path Class: in -> out
-- power groups by stage --
| stage | sequential [uW] | combinational [uW] | clock [uW] |
|---|---|---|---|
| CTS | 0 | 82.9 | 0 |
| global route | 0 | 92.3 | 0 |
| finish | 0 | 85.6 | 0 |
-- area by class of cell --
class | count | share of cell area [%]
inverters | 1 | 0.817
well taps | 46 | 5.37
multi-input cells | 46 | 37.7
repair buffers | 70 | 56.1
-- synthesized netlist by cell type, drive strengths merged --
cell type	number	area [um^2]
nor4	1	12.5
nor2b	1	6.26
or3	2	12.5
a21oi	7	35.0
or4	1	11.3
nor2	4	15.0
a31o	2	17.5
and3	2	13.8
o21ai	4	20.0
and2	1	6.26
a221oi	2	17.5
nor4b	1	23.8
a31oi	4	25.0
nor3	5	25.0
clkbuf	2	11.3
o2111ai	1	8.76
o41a	1	12.5
nand3	1	5.00
o221ai	1	26.3
buf	5	37.5
nand2	2	7.51
a21o	3	31.3
clkinv	1	3.75
-- critical path, delay by kind of cell --
family	cells	cell delay, ns
buffers and inverters	3	0.63
AOI/OAI and AO/OA	4	0.78
and+or+nand+nor	2	0.49
-- metal layers --
metal  routed length, um  vias up
li1                    -      343
met5                   0        -
met1                 987      319
met2                1040       22
met4                   0        0
met3                 149        0
-- worst paths after layout --
| kind | from | to | slack, ns | cells past startpoint |
|---|---|---|---|---|
| max | num[20] | leading_zeroes[0] | 0.13 | 9 |
| min | num[26] | leading_zeroes[0] | 1.74 | 5 |
-- cells by family after synthesis --
| logic type | after synthesis | share of synthesized area, % |
|---|---|---|
| AND-OR/OR-AND | 25 | 50.3 |
| buffers and inverters | 8 | 13.6 |
| AND/OR/NAND/NOR | 21 | 36.0 |
-- repair_timing --
action,CTS,global route
hold endpoints to repair,0,0
setup buffers,3,0
pin swaps,13,10
gates resized,31,16
endpoints found under the setup margin,5,4
-- per-stage QoR --
step / setup TNS, ns / util, %
CTS: 0 / 30.7
detailed placement: -1.66 / 28.9
global placement: -1.61 / 28.9
floorplan: 0 / -
finish: 0 / 31.4
global route: 0 / 31.4
Power and IR drop assume default switching activity.
