`flow/design.v`:
```
module double_dabble #(
    parameter WIDTH_IN = 16
) (
    output[4*(WIDTH_IN+2)/3 - 1:0] bcd,
    output done,
    input[WIDTH_IN - 1:0] bin,
    input clock,
    input reset
);
    localparam 
        NUM_DIGITS = (WIDTH_IN+2)/3,
        BCD_BITS = NUM_DIGITS * 4,
        SCRATCH_WIDTH = WIDTH_IN + BCD_BITS;
    reg[SCRATCH_WIDTH-1:0] scratch = 0;
    reg[$clog2(WIDTH_IN):0] cycle_count = 0;
    wire[BCD_BITS-1:0] next_digits;
    genvar i;
    generate
        for(i = 0; i < NUM_DIGITS; i = i + 1) begin
            add3 a0(.out(next_digits[4*(i+1)-1:4*i]), .in(scratch[WIDTH_IN+4*(i+1)-1:WIDTH_IN+4*i]));
        end
    endgenerate
    always @(posedge clock) begin
        if(reset) begin
            scratch <= {{BCD_BITS{1'b0}}, bin};
            cycle_count <= 0;
        end else begin
            if(cycle_count < WIDTH_IN) begin
                scratch <= {next_digits[BCD_BITS-2:0], scratch[WIDTH_IN-1:0], 1'b0};
                cycle_count <= cycle_count + 1;
            end
        end
    end
    assign bcd = scratch[SCRATCH_WIDTH-1:WIDTH_IN];
    assign done = cycle_count==WIDTH_IN;
endmodule
module double_dabble16(
    output[19:0] bcd,
    output done,
    input[15:0] bin,
    input clock,
    input reset
);
    localparam 
        WIDTH_IN = 16,
        SCRATCH_WIDTH = 36,
        BCD_BITS = 20,
        NUM_DIGITS = 5;
    reg[SCRATCH_WIDTH-1:0] scratch = 0;
    reg[$clog2(WIDTH_IN):0] cycle_count = 0;
    wire[BCD_BITS-1:0] next_digits;
    genvar i;
    generate
        for(i = 0; i < NUM_DIGITS; i = i + 1) begin
            add3 a0(.out(next_digits[4*(i+1)-1:4*i]), .in(scratch[WIDTH_IN+4*(i+1)-1:WIDTH_IN+4*i]));
        end
    endgenerate
    always @(posedge clock) begin
        if(reset) begin
            scratch <= {{BCD_BITS{1'b0}}, bin};
            cycle_count <= 0;
        end else begin
            if(cycle_count < WIDTH_IN) begin
                scratch <= {next_digits[BCD_BITS-2:0], scratch[WIDTH_IN-1:0], 1'b0};
                cycle_count <= cycle_count + 1;
            end
        end
    end
    assign bcd = scratch[SCRATCH_WIDTH-1:WIDTH_IN];
    assign done = cycle_count==WIDTH_IN;
endmodule
module add3(
    output[3:0] out,
    input[3:0] in
);
    assign out = (in >= 5) ? in + 3 : in;
endmodule
```
`flow/run.sh`:
```
#!/bin/bash
# OpenROAD 26Q1-2900-gdf79404cd8, Yosys 0.63+post, stock flow scripts
make -C /OpenROAD-flow-scripts/flow DESIGN_CONFIG=/design/flow/config.mk WORK_HOME=/design/flow/orfs finish
```
`flow/config.mk`:
```
export PLATFORM = sky130hd
export DESIGN_NAME = double_dabble16
export DESIGN_NICKNAME = double_dabble16
export VERILOG_FILES = /design/flow/design.v
export SDC_FILE = /design/flow/constraint.sdc
export NUM_CORES = 4
export LEC_CHECK = 1
export CORE_UTILIZATION = 40
export SYNTH_HDL_FRONTEND = slang
```
`flow/constraint.sdc`:
```
current_design double_dabble16

set clk_period 2.6
set clk_io_pct 0.2

create_clock -name clk0 -period $clk_period [get_ports {clock}]

set non_clock_inputs [all_inputs -no_clocks]
set_input_delay [expr $clk_period * $clk_io_pct] -clock clk0 $non_clock_inputs
set_output_delay [expr $clk_period * $clk_io_pct] -clock clk0 [all_outputs]
```
==> results.yml <==
# physical design summary
run_status:
  outcome: "completed"
cts:
  clock_path_buffers: 2
  htreeDepth: 2
  hold_buffers: 0
  cts-root-buf: "clkbuf_8"
  clock_sinks: 41
  post_cts_buffers: 0
  insertion_delay_ns: 0.28
  clk_pin_slew_worst_paths_ns: 0.08
  cts_tree: "done"
  ctsResizeCount: 0
  cts-buffers-inserted: 5
logic_synthesis:
  ys_ff: 41
  postSynthCellCount: 226
  ys.flop_type: "dfxtp_1"
  postSynth.asyncResetShare_pct: 0
  synth_cell_types: 34
  edf_count: 16
  syn_area_um2: 2230
  synth.avg_cell_area_um2: 9.866
  synth-seq-area-share_pct: 44.00
  ys_cells: 226
  ys_area_um2: 2230
  yosys_warnings: 0
sta:
  setup_viol: 0
  skew_ns: 0.002999
  hold_violations: 0
  worstMarginPinSlew_ns: 0.4816
  slew_headroom_pct: 67.89
  min_period_ns: 2.143
  fin_crit_sh_pct: 82.41
  rsz0062_at_grt: "false"
  worst_slack_ns: 0.4573
  max_freq_ghz: 0.4667
  tns_ns: 0
  slew_violations: 0
grt:
  grt_pass1_wl_mm: 6.762
  antenna_found_initial: 0
  track_usage_pct: 14.45
  grt_max_degree: 54
  grt_pass1_vias: 1490
  gr-total-overflow: 0
setup_path:
  path_buffers: 2
  endpoint: "done"
  reg2reg_to: "scratch[17]$_SDFFE_PP0N_"
  path_cells: "inv_1 -> ha_1 -> nor4bb_1 -> clkdlybuf4s50_1"
  cp.required_ns: 2.08
  arrival_ns: 1.62
  path_delay_family: "buffers and inverters"
  rrSetupSlack_ns: 1.03
  worstPathMaxFanout: 4
  path_depth: 4
  cp_slowest_cell: "clkdlybuf4s50_1"
  r2r_cells: 6
  critPathLaunchType: "register"
  end_kind: "output port"
  critPathKind: "register to output port"
  worstSetupStartpoint: "cycle_count[0]$_SDFFE_PP0N_"
  slowest_delay_ns: 0.51
  r2r_start: "scratch[16]$_SDFFE_PP0N_"
worst_hold_path:
  hold_path_class: "register to register"
detailed_routing:
  wl_per_cell_um: 11.98
  drc: 0
  ant_nets: 0
  drtIter0Drc: 97
  via_count: 1558
  firstDrtPassIters: 4
  routed_wl_mm: 3.775
  vias_per_cell: 4.946
  diodes: 0
floorplanning:
  core_region_area_um2: 5238
  die_y_um: 76.66
  fp.dieArea_um2: 5877
  die_w_um: 76.66
  initCoreUtil_pct: 42.57
  placementRows: 26
  ios: 39
final_layout:
  drive_gt1_share_pct: 11.02
  fillCellCount: 491
  layout.cells.most_common: "clkdlybuf4s50_1"
  final_cell_mix: "clkdlybuf4s50_1, dfxtp_1, nand2_1"
  syn2layout_area_growth_pct: 17.79
placement:
  dpl.hpwl_mm: 2.525
  dpl_worst_slack_ns: 0.8025
  portBuffers: 38
  place.gp.congestion: 0.7570
job:
  warnings: 31
  maxCapViolCount: 0
pwr:
  leakage_nw: 0.8972
  ir_drop_mv: 0.2771
  pwr_density_cell_nw_per_um2: 513.6
==> cell families after synthesis <==
family	synth area share [%]
flip-flops	44.00
buffers and inverters	11.28
AND/OR/NAND/NOR	16.27
XOR/XNOR	1.572
multiplexers	8.923
AND-OR/OR-AND	11.22
adder cells (fa/ha/maj)	6.734
==> synthesized netlist by cell type (5+ instances only) <==
library cell  count  share of area [%]
nand2b_1          7                2.0
o211ai_1          8                2.7
nor3_1            8                1.8
a211oi_1          6                2.0
nand2_1          18                3.0
nor2_1           12                2.0
edfxtp_1         16                 22
buf_4            20                6.7
ha_1             12                6.7
or4_1             8                2.7
nand3b_1          5                1.7
mux2_2           15                7.6
o21ai_1           5                1.1
inv_1            13                2.2
a21oi_1          12                2.7
dfxtp_1          25                 22
buf_2             9                2.0
==> metrics by stage <==
stage                     utilization (%)  hold slack (ns)  total power, mW  std cells  area [µm²]
final                               50.14           0.4990            1.349        315        2626
after CTS                           50.14           0.5035            1.370        315        2626
after floorplan                         -           0.4525           0.8198        226        2230
after global routing                50.14           0.5536            1.416        315        2626
after detailed placement            48.11           0.4688           0.8681        307        2520
after global placement              48.11           0.4614           0.8649        307        2520
==> sequential cells by signal, indices dropped and copies added, names as in the netlist <==
signal and flops:
cycle_count 5, scratch 36
==> how the worst min path moves through the flow <==
stage                     start                  endpoint  slack (ns)  cells past startpoint
5_1_grt   scratch[15]$_DFFE_PP_  scratch[16]$_SDFFE_PP0N_        0.55                      2
4_1_cts   scratch[15]$_DFFE_PP_  scratch[16]$_SDFFE_PP0N_        0.50                      2
6_report  scratch[15]$_DFFE_PP_  scratch[16]$_SDFFE_PP0N_        0.50                      2
==> power breakdown <==
group          internal [mW]  switching [mW]  total, mW  leakage [nW]
sequential             0.707          0.0207      0.727         0.374
combinational         0.0780          0.0467      0.125         0.470
clock                  0.284           0.213      0.497        0.0528
total                   1.07           0.281       1.35         0.897
==> per-layer routing <==
| layer | GRT usage (%) | wire length (µm) |
|---|---|---|
| met3 | 3.265 | 155 |
| met2 | 21.88 | 1613 |
| met5 | 0 | 0 |
| met4 | 1.731 | 28 |
| met1 | 22.56 | 1979 |
==> worst register-to-register path, delay by kind of cell (launching register included) <==
family                   cells  cell delay (ns)
buffers and inverters        1             0.10
AND-OR/OR-AND                2             0.21
AND/OR/NAND/NOR              2             0.51
flip-flops                   1             0.44
adder cells (fa/ha/maj)      1             0.24
==> area by class of cell <==
class	instances	area (µm²)	share of cell area (%)
Multi-Input combinational cell	141	997.2	37.97
Sequential cell	41	980.9	37.35
Timing Repair Buffer	42	405.4	15.44
Tap cell	70	87.58	3.335
Clock buffer	6	72.57	2.763
Inverter	13	48.80	1.858
Clock inverter	2	33.78	1.286
Power is estimated from default activity; no workload was simulated.
