**run.sh**
```bash
#!/bin/bash
# OpenROAD 26Q1-2900-gdf79404cd8, Yosys 0.63+post, stock flow scripts
make -C /OpenROAD-flow-scripts/flow DESIGN_CONFIG=/design/flow/config.mk WORK_HOME=/design/flow/orfs finish
```
**config.mk**
```make
export PLATFORM = sky130hd
export DESIGN_NAME = display_posit16
export DESIGN_NICKNAME = display_posit16
export VERILOG_FILES = /design/flow/design.v
export SDC_FILE = /design/flow/constraint.sdc
export NUM_CORES = 4
export LEC_CHECK = 1
export CORE_UTILIZATION = 30
export SYNTH_HDL_FRONTEND = slang
```
**constraint.sdc**
```tcl
current_design display_posit16

set clk_period 11.8
set clk_io_pct 0.2

create_clock -name clk0 -period $clk_period [get_ports {clock}]

set non_clock_inputs [all_inputs -no_clocks]
set_input_delay [expr $clk_period * $clk_io_pct] -clock clk0 $non_clock_inputs
set_output_delay [expr $clk_period * $clk_io_pct] -clock clk0 [all_outputs]
```
**design.v**
```verilog
module clz31(
    output[4:0] leading_zeroes,
    input[30:0] num 
);
    wire lz4 = ~|{num[30:15]};           
    wire[30:0] num4 = lz4 ? num << 16 : num;   
    wire lz3 = ~|{num4[30:23]};
    wire[30:0] num3 = lz3 ? num4 << 8 : num4;
    wire lz2 = ~|{num3[30:27]};
    wire[30:0] num2 = lz2 ? num3 << 4 : num3;
    wire lz1 = ~|{num2[30:29]};
    wire[30:0] num1 = lz1 ? num2 << 2 : num2;
    wire lz0 = ~num1[30];
    assign leading_zeroes = {lz4, lz3, lz2, lz1, lz0};
endmodule
module clo31(
    output[4:0] leading_ones,
    input[30:0] num 
);
    wire lz4 = &{num[30:15]};           
    wire[30:0] num4 = lz4 ? num << 16 : num;   
    wire lz3 = &{num4[30:23]};
    wire[30:0] num3 = lz3 ? num4 << 8 : num4;
    wire lz2 = &{num3[30:27]};
    wire[30:0] num2 = lz2 ? num3 << 4 : num3;
    wire lz1 = &{num2[30:29]};
    wire[30:0] num1 = lz1 ? num2 << 2 : num2;
    wire lz0 = num1[30];
    assign leading_ones = {lz4, lz3, lz2, lz1, lz0};
endmodule
module clz15(
    output[3:0] leading_zeroes,
    input[14:0] num 
);
    wire lz3 = ~|{num[14:7]};
    wire[14:0] num3 = lz3 ? num << 8 : num;
    wire lz2 = ~|{num3[14:11]};
    wire[14:0] num2 = lz2 ? num3 << 4 : num3;
    wire lz1 = ~|{num2[14:13]};
    wire[14:0] num1 = lz1 ? num2 << 2 : num2;
    wire lz0 = ~num1[14];
    assign leading_zeroes = {lz3, lz2, lz1, lz0};
endmodule
module clo15(
    output[3:0] leading_ones,
    input[14:0] num 
);
    wire lz3 = &{num[14:7]};
    wire[14:0] num3 = lz3 ? num << 8 : num;
    wire lz2 = &{num3[14:11]};
    wire[14:0] num2 = lz2 ? num3 << 4 : num3;
    wire lz1 = &{num2[14:13]};
    wire[14:0] num1 = lz1 ? num2 << 2 : num2;
    wire lz0 = num1[14];
    assign leading_ones = {lz3, lz2, lz1, lz0};
endmodule
module double_dabble #(
    parameter WIDTH_IN = 16
) (
    output[4*(WIDTH_IN+2)/3 - 1:0] bcd,
    output done,
    input[WIDTH_IN - 1:0] bin,
    input clock,
    input reset
);
    localparam 
        NUM_DIGITS = (WIDTH_IN+2)/3,
        BCD_BITS = NUM_DIGITS * 4,
        SCRATCH_WIDTH = WIDTH_IN + BCD_BITS;
    reg[SCRATCH_WIDTH-1:0] scratch = 0;
    reg[$clog2(WIDTH_IN):0] cycle_count = 0;
    wire[BCD_BITS-1:0] next_digits;
    genvar i;
    generate
        for(i = 0; i < NUM_DIGITS; i = i + 1) begin
            add3 a0(.out(next_digits[4*(i+1)-1:4*i]), .in(scratch[WIDTH_IN+4*(i+1)-1:WIDTH_IN+4*i]));
        end
    endgenerate
    always @(posedge clock) begin
        if(reset) begin
            scratch <= {{BCD_BITS{1'b0}}, bin};
            cycle_count <= 0;
        end else begin
            if(cycle_count < WIDTH_IN) begin
                scratch <= {next_digits[BCD_BITS-2:0], scratch[WIDTH_IN-1:0], 1'b0};
                cycle_count <= cycle_count + 1;
            end
        end
    end
    assign bcd = scratch[SCRATCH_WIDTH-1:WIDTH_IN];
    assign done = cycle_count==WIDTH_IN;
endmodule
module double_dabble16(
    output[19:0] bcd,
    output done,
    input[15:0] bin,
    input clock,
    input reset
);
    localparam 
        WIDTH_IN = 16,
        SCRATCH_WIDTH = 36,
        BCD_BITS = 20,
        NUM_DIGITS = 5;
    reg[SCRATCH_WIDTH-1:0] scratch = 0;
    reg[$clog2(WIDTH_IN):0] cycle_count = 0;
    wire[BCD_BITS-1:0] next_digits;
    genvar i;
    generate
        for(i = 0; i < NUM_DIGITS; i = i + 1) begin
            add3 a0(.out(next_digits[4*(i+1)-1:4*i]), .in(scratch[WIDTH_IN+4*(i+1)-1:WIDTH_IN+4*i]));
        end
    endgenerate
    always @(posedge clock) begin
        if(reset) begin
            scratch <= {{BCD_BITS{1'b0}}, bin};
            cycle_count <= 0;
        end else begin
            if(cycle_count < WIDTH_IN) begin
                scratch <= {next_digits[BCD_BITS-2:0], scratch[WIDTH_IN-1:0], 1'b0};
                cycle_count <= cycle_count + 1;
            end
        end
    end
    assign bcd = scratch[SCRATCH_WIDTH-1:WIDTH_IN];
    assign done = cycle_count==WIDTH_IN;
endmodule
module add3(
    output[3:0] out,
    input[3:0] in
);
    assign out = (in >= 5) ? in + 3 : in;
endmodule
module decompose_posit #(
    parameter NBITS = 16,
    parameter ES = 1
) (
    output sign,
    output[$clog2(NBITS):0] regime,  
    output[ES-1:0] exponent,
    output[NBITS-4-ES:0] mantissa,  
    input[NBITS-1:0] posit
);
    assign sign = posit[NBITS-1];
    wire[NBITS-2:0] posit_comp = sign ? ~posit[NBITS-2:0] + 1 : posit[NBITS-2:0];
    wire[$clog2(NBITS) - 1:0] leading_zeroes, leading_ones, leading;
    clz15 clz(.leading_zeroes(leading_zeroes), .num(posit_comp[NBITS-2:0]));
    clo15 clo(.leading_ones(leading_ones), .num(posit_comp[NBITS-2:0]));
    assign regime = leading_ones != 0 ? leading_ones - 1: ~leading_zeroes + 1;
    wire[$clog2(NBITS)-1:0] regime_length = leading_ones != 0 ? leading_ones + 1 : leading_zeroes + 1;
    wire[NBITS-2:0] exp_remaining = posit_comp << regime_length;
    assign exponent = exp_remaining[NBITS-2:NBITS-1-ES];
    assign mantissa = exp_remaining[NBITS-2-ES:2];
endmodule
module split_radix_point #(
    parameter NBITS = 16,
    parameter ES = 1
) (
    output[(1<<ES)*(NBITS-1)-1:0] whole,
    output[(1<<ES)*(NBITS-1)-1:0] fraction,
    input[$clog2(NBITS):0] regime,
    input[ES-1:0] exponent,
    input[NBITS-4-ES:0] mantissa
);
    localparam 
        USEED = 1<<(1<<ES),
        OUTPUT_WIDTH = (1<<ES)*(NBITS-1),
        MANTISSA_WIDTH = NBITS-3-ES,
        REGIME_INPUT_WIDTH = $clog2(NBITS)+1;
    wire[2*OUTPUT_WIDTH-1:0] pre_shift, post_shift;
    assign pre_shift = {{(OUTPUT_WIDTH-1){1'b0}}, 1'b1, mantissa, {(OUTPUT_WIDTH-MANTISSA_WIDTH){1'b0}}};
    wire shift_left = ~regime[REGIME_INPUT_WIDTH-1];
    wire[REGIME_INPUT_WIDTH:0] lshamt = (regime<<ES)+exponent;
    wire[REGIME_INPUT_WIDTH:0] rshamt = -lshamt;
    assign post_shift = 
        shift_left ? 
        pre_shift << lshamt :
        pre_shift >> rshamt;
    assign whole = post_shift[2*OUTPUT_WIDTH-1:OUTPUT_WIDTH];
    assign fraction = post_shift[OUTPUT_WIDTH-1:0];
endmodule
module display_posit16 (
    output[39:0] whole_bcd, frac_bcd,
    input[15:0] posit,
    input clock,
    input reset
);
    localparam
        NBITS = 16,
        ES = 1,
        MANTISSA_WIDTH = 12,
        REGIME_WIDTH = 5,
        SPLIT_WIDTH = (1<<ES)*(NBITS-1),
        FRAC_ADD_CYCLES = SPLIT_WIDTH;
    wire sign;
    wire[4:0] regime;
    wire exponent;
    wire[11:0] mantissa;
    decompose_posit #(.NBITS(16), .ES(1)) dec_pos(
        .sign(sign), .regime(regime), .exponent(exponent), .mantissa(mantissa),
        .posit(posit));
    wire[SPLIT_WIDTH-1:0] whole, frac;
    split_radix_point #(.NBITS(NBITS), .ES(ES)) srp(
        .whole(whole), .fraction(frac),
        .regime(regime), .exponent(exponent), .mantissa(mantissa));
    wire frac_add_done;
    double_dabble #(SPLIT_WIDTH) whole_dd(
        .bcd(whole_bcd),
        .bin(whole), .clock(clock), .reset(reset));
    reg[32:0] frac_dec_lut [29:0];  
    reg[5:0] dec_lut_index;
    reg[33:0] frac_accumulator;
    initial begin
        dec_lut_index <= 0;
        frac_accumulator <= 0;
        $readmemh("memfiles/decimal.mem", frac_dec_lut, 0, 29);
    end
    always @(posedge clock) begin
        if(reset) begin
            dec_lut_index <= 0;
            frac_accumulator <= 0;
        end else begin
            if(dec_lut_index <= FRAC_ADD_CYCLES) begin  
                if(dec_lut_index != FRAC_ADD_CYCLES && frac[29 - dec_lut_index]) begin
                    frac_accumulator <= frac_accumulator + frac_dec_lut[dec_lut_index];
                end
                dec_lut_index <= dec_lut_index + 1;
            end
        end
    end
    assign frac_add_done = (dec_lut_index == FRAC_ADD_CYCLES);
    double_dabble #(33) frac_dd(
        .bcd(frac_bcd),
        .bin(frac_accumulator), .clock(clock), .reset(frac_add_done || reset)
    );
endmodule
```
==> impl_metrics.yaml <==
# flow metrics
status:
  status: "finished, final reports clean"
global_routing:
  grt_max_degree: 68
  grt_overflow: 0
  grt_pass1_wl_um: 41430
  grtUsageMet3_pct: 2.877
  antenna_found_initial: 0
  busiest_layer: "met2"
  use_met1_pct: 22.30
  grt_pass1_vias: 8297
  use_met2_pct: 22.63
  gr-usage-all-layers_pct: 15.04
critical_path:
  worstSetupPathType: "primary input to register"
  r2r_end: "frac_dd.cycle_count[4]"
  r2r_cells: 7
  cp_max_fo: 28
  critPathRequiredTime_ns: 11.94
  reg2reg_setup_slack_ns: 9.65
  startpoint: "posit[0]"
  end_kind: "register"
  cp_data_arrival_time_ns: 9.74
  endpoint: "whole_dd.scratch[0]"
  worstSetupStartpointType: "primary input"
  reg2reg_from: "frac_dd.cycle_count[0]"
final_timing:
  fin_tns_setup_ns: 0
  finalCriticalPeriod_ns: 9.600
  timing.fmax_ghz: 0.1042
  max_slew_margin_pct: 42.87
  worst_slew_pin_slew_ns: 0.8538
  setup_ws_ns: 2.200
  fin_crit_sh_pct: 81.35
  final_hold_viol_count: 0
  rsz0062_at_grt: "no"
  hold_ws_ns: 0.4849
  drv_slew: 0
  setup_viol: 0
  clock-skew-final_ns: 0.01088
floorplanning:
  ios: 98
  fp-utilization_pct: 30.58
  die_area_sq_um: 34070
  row_count: 66
  core_sq_um: 32700
  fp.dieH_um: 184.6
  chipWidth_um: 184.6
place:
  place_ws_ns: 2.002
  post_dp_cell_area_sq_um: 11060
  dp_cells: 1714
  dp_hpwl_um: 17700
  io_buffers: 96
  gp_congestion: 0.9737
logic_synthesis:
  yosys-top-cells-area: "dfxtp_1 20%, edfxtp_1 9.0%, a21oi_1 6.5%, nand2_1 5.9%, ha_1 5.6%"
  yosys.area_share.adder_pct: 5.630
  ys_seq_share_pct: 28.63
  async_flop_share_pct: 0
  ys_sh_simple_pct: 20.97
  ys.flop_type: "dfxtp_1"
  yosysTopAreaCellShare_pct: 19.62
  largest_area_cell: "dfxtp_1"
  xor_area_share_pct: 3.941
  ys_sh_aoi_pct: 28.44
  synth_cell_types: 101
  edf_count: 30
  ys_cells: 1270
  syn_area_sq_um: 10000
  ys_ff: 128
  ys_warn_count: 0
  logic_family: "AND-OR/OR-AND gates"
  postSynthCellCount: 1270
  ys_area_sq_um: 10000
  mux_share_pct: 3.491
  avgSynthCellArea_sq_um: 7.875
run:
  maxCapViolations: 0
  warnings: 45
cts:
  clk_latency_ns: 0.41
  cts_num_sinks: 128
  cts-hold-fix-buffers: 0
  cts_made_buffers: 17
  clk_path_buf_depth: 2
  postCtsSetupRepairBufs: 0
  clkTransAtPathRegs_ns: 0.05
  clockRootBuffer: "clkbuf_16"
  cts_resized: 0
  cts_tree: "yes"
  cts_htree_levels: 4
pwr:
  total_power_mw: 1.422
  p_per_area_nw_per_um2: 122.1
  ir_drop_mv: 0.08965
  leakage_nw: 3.943
routing:
  dr.first_iter.drc_count: 588
  wirelength_um: 25200
  via_per_inst: 5.289
  wl_per_cell_um: 14.43
  diodes: 0
  dr.pass1.iters: 5
  vias: 9235
  antenna_left: 0
  drc: 0
hold_path:
  hp-class: "register to register"
cells_and_area:
  mostFrequentLayoutCell: "nand2_1"
  final_cell_mix: "157 x nand2_1, 129 x a21oi_1, 98 x dfxtp_1"
  post-route-cell-area_sq_um: 11650
  utilization_pct: 35.61
  areaGrowthSynthToFinish_pct: 16.45
  drive_above_1_share_pct: 8.052
  final_cells: 1746
registers in the layout, indices dropped and copies added, names as in the netlist:
name                  flops
dec_lut_index             6
whole_dd.scratch         70
frac_dd.cycle_count       7
whole_dd.cycle_count      6
frac_dd.scratch          39
area by class of cell:
cell class,instances,area (sq um)
fill,3359,21060
timing repair buffer,112,1076
clock inverter,13,143.9
sequential,128,2863
multi-input combinational,960,6295
tap,442,553.0
inverter,72,272.8
clock buffer,19,442.9
power by group:
| group | switching (mW) | internal, mW | leakage (nW) |
|---|---|---|---|
| sequential | 0.00942 | 0.469 | 1.15 |
| clock | 0.190 | 0.334 | 0.283 |
| combinational | 0.275 | 0.145 | 2.51 |
| total | 0.474 | 0.948 | 3.94 |
worst min path at each step:
stage / slack (ns) / from / cells after the start / to
after CTS: 0.49 / whole_dd.scratch[69] / 2 / whole_dd.scratch[69]
after global routing: 0.51 / whole_dd.scratch[67] / 2 / whole_dd.scratch[67]
final: 0.48 / whole_dd.scratch[69] / 2 / whole_dd.scratch[69]
cells by family after synthesis:
kind of cell,after synthesis
other,1
buffers and inverters,182
xor gates and xnor gates,45
and+or+nand+nor,431
adders and majority gates,45
AOI/OAI and AO/OA,409
DFF,128
muxes,29
routing by layer:
| metal | vias to the layer above | part of all wire [%] |
|---|---|---|
| met4 | 0 | 2.7 |
| met2 | 279 | 43 |
| li1 | 4664 | - |
| met3 | 47 | 6.1 |
| met5 | - | 0 |
| met1 | 4245 | 48 |
synth_stat cells, drive strengths merged (4+ instances only):
master and count:
edfxtp 30, dfxtp 98, nor3 35, and2 5, a31oi 7, o21ai 85, o31ai 14, ha 45
o311ai 11, xnor2 30, o211ai 24, a21oi 131, a211oi 24, inv 72, a221oi 8, nor4 7
nand2b 28, a32oi 8, o41ai 4, mux2i 26, or2 4, o221ai 12, o32ai 5, or3 8
xor2 15, nor2 97, and4 4, a2111oi 6, a22oi 6, a21boi 4, buf 56, nor2b 7
o22ai 12, o2bb2ai 7, nand2 157, or4 4, nand3 40, a41oi 4, o21a 5, nor3b 14
clkbuf 54, a221o 4, nand4 11
worst max-delay path, cell delays in order:
cell	delay, ns
clkdlybuf4s50_1	0.78
inv_1	0.20
ha_1	0.40
nor3b_1	0.20
and4_1	0.21
or3_1	0.39
a2111oi_2	0.64
o31a_1	0.51
a221o_1	0.32
nor2_2	0.08
nor2_4	0.15
inv_4	0.16
ha_1	0.81
inv_1	0.41
nand3_1	0.16
a211o_1	0.13
nand2_1	0.06
a311o_1	0.31
o21ai_0	0.17
o22ai_1	0.22
o21ai_0	0.32
mux2i_1	0.19
o21ai_1	0.39
o22ai_1	0.15
Power and IR drop assume default switching activity.
